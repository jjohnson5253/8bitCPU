==> flow/design.v <==
module instructionFetcher(LED0,clock,switches,state,instruction,opCode,regID1,regID2,immValue);
input [7:0] switches;  
input clock;  
input [2:0] state;  
output reg [17:0] instruction;  
output reg [3:0] opCode;
output reg [2:0] regID1,regID2;
output reg [7:0] immValue;
output reg LED0=0;
	always@(posedge clock)begin
		case(state)
			0 : begin  
				opCode <= switches;
			end
			1 : begin  
				regID1 <= switches;
			end
			2 : begin 
				regID2 <= switches;
			end
			3 : begin 
				immValue <= switches;
				if (immValue==192) LED0<=1;
				else LED0<=0;
			end
		endcase
			instruction[17:14] <= opCode;
			instruction[13:11] <= regID1;
			instruction[10:8] <= regID2;
			instruction[7:0] <= immValue;
	end
endmodule
module instructionMemory(clock,instruction,instructionDone,reset,state,instructionMem0,
instructionMem1,instructionMem2,instructionMem3,instructionMem4,
instructionMem5,instructionMem6,instructionMem7,instructionMem8,instructionMem9,instructionsSet);
input clock,reset;
input [2:0] state;
input[17:0]instruction;
input instructionDone;
reg[3:0] i = 0; 
output reg[3:0] instructionsSet = 0;  
output reg [17:0] instructionMem0,
instructionMem1,instructionMem2,instructionMem3,instructionMem4,
instructionMem5,instructionMem6,instructionMem7,instructionMem8,instructionMem9;
always@(posedge instructionDone)begin
		case(i)
			0 : instructionMem0 <= instruction;
			1 : instructionMem1 <= instruction;
			2 : instructionMem2 <= instruction;
			3 : instructionMem3 <= instruction;
			4 : instructionMem4 <= instruction;
			5 : instructionMem5 <= instruction;
			6 : instructionMem6 <= instruction;
			7 : instructionMem7 <= instruction;
			8 : instructionMem8 <= instruction;
			9 : instructionMem9 <= instruction;
		endcase
		instructionsSet = i;  
		i = i + 1;  
		if(reset) i = 0;  
end
endmodule
==> flow/run.sh <==
#!/bin/bash
# OpenROAD 26Q1-2900-gdf79404cd8, Yosys 0.63+post, stock flow scripts
make -C /OpenROAD-flow-scripts/flow DESIGN_CONFIG=/design/flow/config.mk WORK_HOME=/design/flow/orfs finish
==> flow/config.mk <==
export PLATFORM = sky130hd
export DESIGN_NAME = instructionMemory
export DESIGN_NICKNAME = instructionMemory
export VERILOG_FILES = /design/flow/design.v
export SDC_FILE = /design/flow/constraint.sdc
export NUM_CORES = 4
export LEC_CHECK = 1
export CORE_UTILIZATION = 50
==> flow/constraint.sdc <==
current_design instructionMemory

set clk_period 5.3
set clk_io_pct 0.2

create_clock -name clk0 -period $clk_period [get_ports {instructionDone}]

set non_clock_inputs [all_inputs -no_clocks]
set_input_delay [expr $clk_period * $clk_io_pct] -clock clk0 $non_clock_inputs
set_output_delay [expr $clk_period * $clk_io_pct] -clock clk0 [all_outputs]
==> report_table.html <==
<h2>Implementation results</h2>
<table>
<tr><th>Metric</th><th>Value</th></tr>
<tr><th colspan="2">Synth</th></tr>
<tr><td>Seq cells post-synth</td><td>188</td></tr>
<tr><td>Yosys synthesis chip area</td><td>0.00577 mm^2</td></tr>
<tr><td>Distinct cell type count of the synthesized netlist</td><td>12</td></tr>
<tr><td>Cell count after synthesis</td><td>around 210</td></tr>
<tr><td>Synthesized area divided by synthesized cell count</td><td>26.9 um^2</td></tr>
<tr><td>Seq/Total Area, Yosys</td><td>a little under 100%</td></tr>
<tr><td>Number of cell instances after yosys synthesis</td><td>between 200 and 250</td></tr>
<tr><td>Mapped cell area</td><td>approximately 0.0058 mm^2</td></tr>
<tr><td>Tally of yosys warning messages</td><td>1</td></tr>
<tr><th colspan="2">Setup path</th></tr>
<tr><td>CP max stage delay</td><td>between 500 and 600 ps</td></tr>
<tr><td>Critical path capture point type</td><td>output pin</td></tr>
<tr><td>Critical setup path kind</td><td>flip-flop to output pin</td></tr>
<tr><td>Worst-path maximum fanout</td><td>1</td></tr>
<tr><td>Arrival time reported for the critical path endpoint</td><td>1300 ps</td></tr>
<tr><td>Slowest CP cell</td><td>clkdlybuf4s50_1</td></tr>
<tr><td>Cells along the critical path</td><td>clkdlybuf4s50_1</td></tr>
<tr><td>Kind of cell adding the most delay to the critical path</td><td>buffers and inverters</td></tr>
<tr><td>CP Data Required Time</td><td>4240 ps</td></tr>
<tr><td>Startpoint type of the worst setup path</td><td>flip-flop</td></tr>
<tr><td>Buffers &amp; Inverters on Critical Path</td><td>1</td></tr>
<tr><th colspan="2">Floorplanning</th></tr>
<tr><td>Die footprint</td><td>about 0.012 mm^2</td></tr>
<tr><td>Chip Width</td><td>roughly 110 um</td></tr>
<tr><td>Vertical die dimension</td><td>~110 um</td></tr>
<tr><td>Number of top-level pins</td><td>208</td></tr>
<tr><td>Starting utilization of the core area</td><td>between 50% and 60%</td></tr>
<tr><td>Core area</td><td>about 0.011 mm^2</td></tr>
<tr><td>Number of cell rows</td><td>38</td></tr>
<tr><th colspan="2">Job</th></tr>
<tr><td>Log Warnings</td><td>33</td></tr>
<tr><td>Number of max-cap violations</td><td>0</td></tr>
<tr><th colspan="2">Outcome</th></tr>
<tr><td>Outcome</td><td>finished clean</td></tr>
<tr><th colspan="2">Clocking</th></tr>
<tr><td>TritonCTS clock tree</td><td>yes</td></tr>
<tr><td>Clock Sinks</td><td>~190</td></tr>
<tr><td>Inserted Clock Buffers</td><td>17</td></tr>
<tr><td>Clock latency at the later pin of the worst-skew pair</td><td>~400 ps</td></tr>
<tr><td>Root buf cell</td><td>clkbuf_16</td></tr>
<tr><td>Post-CTS Setup Inserts</td><td>0</td></tr>
<tr><td>Number of H-tree levels</td><td>4</td></tr>
<tr><td>Clock transition at the registers of the reported paths</td><td>approximately 60 ps</td></tr>
<tr><td>Clock tree buffer depth</td><td>2</td></tr>
<tr><td>Hold Buf Count CTS</td><td>0</td></tr>
<tr><td>Count of instances resized after the clock tree is built</td><td>0</td></tr>
<tr><th colspan="2">GRT</th></tr>
<tr><td>Number of global-route vias before repair</td><td>approximately 3000</td></tr>
<tr><td>Aggregate global routing overflow</td><td>0</td></tr>
<tr><td>Pin count of the biggest net entering global routing</td><td>19</td></tr>
<tr><td>Wire length of the first global-routing pass</td><td>18900 um</td></tr>
<tr><td>Total routing resource utilization after global routing</td><td>26.3%</td></tr>
<tr><td>Antenna violations before repair</td><td>0</td></tr>
<tr><th colspan="2">Route</th></tr>
<tr><td>Via/cell ratio</td><td>~5.1</td></tr>
<tr><td>Detailed-route wire length per cell</td><td>about 23 um</td></tr>
<tr><td>Violation tally from detailed-route iteration zero</td><td>153</td></tr>
<tr><td>Count of unresolved DRC violations after routing</td><td>0</td></tr>
<tr><td>Vias</td><td>between 3000 and 4000</td></tr>
<tr><td>Number of detailed-routing iterations run before antenna repair</td><td>4</td></tr>
<tr><td>Antenna-violating nets left</td><td>0</td></tr>
<tr><td>Final wirelength</td><td>~14000 um</td></tr>
<tr><td>Diode insertion count for antenna repair</td><td>0</td></tr>
<tr><th colspan="2">Final timing</th></tr>
<tr><td>Period minus WS final</td><td>approximately 2400 ps</td></tr>
<tr><td>Final Max-Slew Violation Tally</td><td>0</td></tr>
<tr><td>Hold violation count in the final report</td><td>0</td></tr>
<tr><td>Normalized max-slew margin</td><td>57.5%</td></tr>
<tr><td>Post-route setup TNS</td><td>0 ps</td></tr>
<tr><td>Setup clock skew after layout</td><td>around 4.5 ps</td></tr>
<tr><td>Final setup fails</td><td>0</td></tr>
<tr><td>Final worst path period share</td><td>~44%</td></tr>
<tr><td>RSZ-0062 raised after global routing</td><td>no</td></tr>
<tr><td>Maximum clock rate</td><td>0.424 GHz</td></tr>
<tr><td>Slew at the pin with the worst max-slew slack</td><td>around 640 ps</td></tr>
<tr><th colspan="2">Layout</th></tr>
<tr><td>Layout cells sized above 1</td><td>under 10%</td></tr>
<tr><td>Post-route cell area</td><td>0.00863 mm^2</td></tr>
<tr><td>Area added between synthesis and finish</td><td>49.8%</td></tr>
<tr><td>Number of inserted filler cells in the final layout</td><td>between 600 and 700</td></tr>
<tr><th colspan="2">Placement</th></tr>
<tr><td>Half-perimeter wire length after placement</td><td>8680 um</td></tr>
<tr><td>Final Wtd Congestion</td><td>between 0.8 and 0.9</td></tr>
<tr><td>Count of input and output buffers</td><td>about 200</td></tr>
<tr><td>Placed instance area</td><td>0.00803 mm^2</td></tr>
<tr><th colspan="2">Power and ir drop</th></tr>
<tr><td>Pleak</td><td>roughly 2.9 nW</td></tr>
<tr><td>Total power consumption of the routed design</td><td>3.14 mW</td></tr>
<tr><td>Max VDD drop</td><td>0.248 mV</td></tr>
<tr><td>P per Cell Area</td><td>363 mW/mm^2</td></tr>
<tr><th colspan="2">Worst hold path</th></tr>
<tr><td>Type of the most critical hold path</td><td>flip-flop to flip-flop</td></tr>
</table>
## path summary, 6_finish.rpt
check,cells past startpoint,slack (ps),end,start
max,1,2940,instructionMem7[14],instructionMem7[14]$_DFFE_PN_
min,0,420,instructionsSet[3]$_DFF_P_,i[3]$_SDFF_PP0_
max reg2reg,3,3410,instructionMem7[8]$_DFFE_PN_,i[0]$_SDFF_PP0_
min reg2reg,0,420,instructionsSet[3]$_DFF_P_,i[3]$_SDFF_PP0_
## power by group
group	switching, mW	total, mW	leakage, nW	internal [mW]
Sequential	0.0170	1.70	1.71	1.69
Combinational	0.0693	0.158	0.943	0.0891
Clock	0.493	1.28	0.282	0.782
Total	0.579	3.14	2.94	2.56
## sequential cells by signal, summed over array words and instances (netlist names)
name,cells
i,4
instructionMem0,18
instructionMem1,18
instructionMem2,18
instructionMem3,18
instructionMem4,18
instructionMem5,18
instructionMem6,18
instructionMem7,18
instructionMem8,18
instructionMem9,18
instructionsSet,4
## synthesized netlist by cell type, drive strengths merged
cell type / number / area [um^2]
edfxtp: 180 / 5410
and2: 8 / 50.1
dfxtp: 8 / 160
ha: 4 / 50.1
nor2: 4 / 15.0
and2b: 3 / 23.8
and3b: 2 / 20.0
inv: 2 / 7.51
mux2: 1 / 15.0
nand3: 1 / 10.0
xnor2: 1 / 8.76
## area by class of cell
type | instances | area [um^2] | share of cell area (%)
flip-flops and latches | 188 | 5570 | 64.5
repair buffers | 211 | 2090 | 24.2
clock buffers | 18 | 429 | 4.97
multi-input cells | 24 | 193 | 2.23
well taps | 140 | 175 | 2.03
clock inverters | 12 | 173 | 2.00
inverters | 2 | 7.51 | 0.0869
## placed cells by master, fill, tap and decap left out
cell / n
nor2_1: 4
clkbuf_1: 1
and2b_1: 2
edfxtp_1: 180
inv_1: 2
clkdlybuf4s50_1: 203
nand3_2: 1
buf_4: 8
clkinv_1: 1
xnor2_1: 1
bufinv_16: 4
and3b_2: 2
and2b_2: 1
clkinvlp_4: 4
clkbuf_16: 17
and2_1: 8
ha_1: 4
mux2_4: 1
inv_6: 1
dfxtp_1: 8
clkinv_2: 2
## logic make-up (layout without fill, tap and decap cells)
kind of cell               after synthesis  after routing  share of synthesized area [%]
and+or+nand+nor                         18             18                           2.06
xor gates and xnor gates                 1              1                          0.152
buffers and inverters                    2            243                          0.130
adders and majority gates                4              4                          0.868
muxes                                    1              1                          0.260
DFF                                    188            188                           96.5
## per-layer routing
| layer | routed length (um) | global-route usage (%) | vias up |
|---|---|---|---|
| met1 | 4990 | 43.5 | 1450 |
| met2 | 6390 | 35.6 | 243 |
| met3 | 2120 | 17.0 | 13 |
| li1 | - | - | 1308 |
| met4 | 216 | 4.48 | 0 |
| met5 | 0 | 0 | - |
## metrics by stage
step	util (%)	setup WS (ps)	cells	hold WS, ps
2_1_floorplan	-	3730	214	384
3_3_place_gp	72.8	3150	565	410
3_5_place_dp	72.8	3150	565	417
4_1_cts	78.3	2900	595	425
5_1_grt	78.3	2880	595	433
6_report	78.3	2940	595	421
Power figures rest on the tool's default switching activity, not on a simulated workload.
