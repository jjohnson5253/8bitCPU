--- flow/config.mk ---
export PLATFORM = sky130hd
export DESIGN_NAME = alu
export DESIGN_NICKNAME = alu
export VERILOG_FILES = /design/flow/design.v
export SDC_FILE = /design/flow/constraint.sdc
export NUM_CORES = 4
export LEC_CHECK = 1
export CORE_UTILIZATION = 50
--- flow/constraint.sdc ---
current_design alu

set clk_period 8.8
set clk_io_pct 0.2

create_clock -name clk0 -period $clk_period [get_ports {clock}]

set non_clock_inputs [all_inputs -no_clocks]
set_input_delay [expr $clk_period * $clk_io_pct] -clock clk0 $non_clock_inputs
set_output_delay [expr $clk_period * $clk_io_pct] -clock clk0 [all_outputs]
--- flow/design.v ---
module alu(clock,executeButton,instructionsSet,LED8,LED9,reg0,reg1,reg2,reg3,reg4,reg5,reg6,reg7,instructionMem0,instructionMem1,instructionMem2,instructionMem3,instructionMem4,
instructionMem5,instructionMem6,instructionMem7,instructionMem8,instructionMem9);
input clock,executeButton;
input [17:0] instructionMem0,instructionMem1,instructionMem2,instructionMem3,instructionMem4,
instructionMem5,instructionMem6,instructionMem7,instructionMem8,instructionMem9;
input [3:0] instructionsSet;  
reg [17:0] instruction = 0;
output reg [7:0] reg0,reg1,reg2,reg3,reg4,reg5,reg6,reg7;
output reg LED8 = 0;
output reg LED9 = 0;
reg execute = 0;
initial reg0=2;initial reg1=4;initial reg2=44;initial reg3=0;initial reg4=0;initial reg5=0;
initial reg6=0;initial reg7=77;
reg [7:0] opReg1,opReg2;
reg [3:0] j = 0;
reg [3:0] test=0;
reg [3:0] m = 2;
always@(posedge clock)begin
if(!executeButton)begin
	execute <= 1;
end
if(execute)begin
	case(j)
	0 : instruction = instructionMem0;
	1 : instruction = instructionMem1;
	2 : instruction = instructionMem2;
	3 : instruction = instructionMem3;
	4 : instruction = instructionMem4;
	5 : instruction = instructionMem5;
	6 : instruction = instructionMem6;
	7 : instruction = instructionMem7;
	8 : instruction = instructionMem8;
	9 : instruction = instructionMem9;
	endcase
	case(instruction[13:11]) 
	4'b0000 : opReg1 = reg0;
	4'b0001 : opReg1 = reg1;
	4'b0010 : opReg1 = reg2;
	4'b0011 : opReg1 = reg3;
	4'b0100 : opReg1 = reg4;
	4'b0101 : opReg1 = reg5;
	4'b0110 : opReg1 = reg6;
	4'b0111 : opReg1 = reg7;
	endcase
	case(instruction[10:8]) 
	4'b0000 : opReg2 = reg0;
	4'b0001 : opReg2 = reg1;
	4'b0010 : opReg2 = reg2;
	4'b0011 : opReg2 = reg3;
	4'b0100 : opReg2 = reg4;
	4'b0101 : opReg2 = reg5;
	4'b0110 : opReg2 = reg6;
	4'b0111 : opReg2 = reg7;
	endcase
	case(instruction[17:14]) 
	4'b0000 : begin
		reg7 = opReg1 + opReg2;
	end
	4'b0001 : begin
	 	reg7 = opReg1 - opReg2;
	 end
	4'b0010 : begin
		opReg1[7] = !opReg1[7]; 
		opReg1[6] = !opReg1[6];
		opReg1[5] = !opReg1[5];
		opReg1[4] = !opReg1[4];
		opReg1[3] = !opReg1[3];
		opReg1[2] = !opReg1[2];
		opReg1[1] = !opReg1[1];
		opReg1[0] = !opReg1[0]; 
	end 
	4'b0011 : begin
		reg7[7] = opReg1[7] & opReg2[7];
		reg7[6] = opReg1[6] & opReg2[6];
		reg7[5] = opReg1[5] & opReg2[5];
		reg7[4] = opReg1[4] & opReg2[4];
		reg7[3] = opReg1[3] & opReg2[3];
		reg7[2] = opReg1[2] & opReg2[2];
		reg7[1] = opReg1[1] & opReg2[1];
		reg7[0] = opReg1[0] & opReg2[0];
	end
	4'b0100 : begin
		reg7[7] = opReg1[7] | opReg2[7];
		reg7[6] = opReg1[6] | opReg2[6];
		reg7[5] = opReg1[5] | opReg2[5];
		reg7[4] = opReg1[4] | opReg2[4];
		reg7[3] = opReg1[3] | opReg2[3];
		reg7[2] = opReg1[2] | opReg2[2];
		reg7[1] = opReg1[1] | opReg2[1];
		reg7[0] = opReg1[0] | opReg2[0];
	end
	4'b0101 : begin
		reg7[7] = opReg1[7] ^ opReg2[7];
		reg7[6] = opReg1[6] ^ opReg2[6];
		reg7[5] = opReg1[5] ^ opReg2[5];
		reg7[4] = opReg1[4] ^ opReg2[4];
		reg7[3] = opReg1[3] ^ opReg2[3];
		reg7[2] = opReg1[2] ^ opReg2[2];
		reg7[1] = opReg1[1] ^ opReg2[1];
		reg7[0] = opReg1[0] ^ opReg2[0];
	end
	4'b0110 : begin  
		opReg1 = opReg1 + 1;
	end
	4'b0111 : begin
		opReg1[0] = opReg1[1]; 
		opReg1[1] = opReg1[2];
		opReg1[2] = opReg1[3];
		opReg1[3] = opReg1[4];
		opReg1[4] = opReg1[5];
		opReg1[5] = opReg1[6];
		opReg1[6] = opReg1[7];
		opReg1[7] = 0; 
	end
	4'b1000 : begin
		opReg1[7] = opReg1[6]; 
		opReg1[6] = opReg1[5];
		opReg1[5] = opReg1[4];
		opReg1[4] = opReg1[3];
		opReg1[3] = opReg1[2];
		opReg1[2] = opReg1[1];
		opReg1[1] = opReg1[0];
		opReg1[0] = 0; 
	end
	4'b1001 : ; 
	4'b1010 : begin
		case(opReg1)  
		4'b0000 : reg0 = instruction[7:0];  
		4'b0001 : reg1 = instruction[7:0];
		4'b0010 : reg2 = instruction[7:0];
		4'b0011 : reg3 = instruction[7:0];
		4'b0100 : reg4 = instruction[7:0];
		endcase
	end
	4'b1011 : ;
	4'b1100 : begin
		opReg2 = opReg1;
	end
	4'b1101 : ;
	4'b1110 : ;
	4'b1111 : ;
	endcase
	case(instruction[13:11]) 
	4'b0000 : reg0 = opReg1;
	4'b0001 : reg1 = opReg1;
	4'b0010 : reg2 = opReg1;
	4'b0011 : reg3 = opReg1;
	4'b0100 : reg4 = opReg1;
	4'b0101 : reg5 = opReg1;
	4'b0110 : reg6 = opReg1;
	4'b0111 : reg7 = opReg1;
	endcase
	case(instruction[10:8]) 
	4'b0000 : reg0 = opReg2;
	4'b0001 : reg1 = opReg2;
	4'b0010 : reg2 = opReg2;
	4'b0011 : reg3 = opReg2;
	4'b0100 : reg4 = opReg2;
	4'b0101 : reg5 = opReg2;
	4'b0110 : reg6 = opReg2;
	4'b0111 : reg7 = opReg2;
	endcase
LED9<=1;  
end  
end  
endmodule
--- flow/run.sh ---
#!/bin/bash
# OpenROAD 26Q1-2900-gdf79404cd8, Yosys 0.63+post, stock flow scripts
make -C /OpenROAD-flow-scripts/flow DESIGN_CONFIG=/design/flow/config.mk WORK_HOME=/design/flow/orfs finish
==> qor.yml <==
place:
  port_buffers: 84
  gp_congestion: 0.9924
  dp_hpwl_mm: 16.21
job:
  max_cap_viol_count: 0
  tool_warnings: 210
worst_hold_path:
  min-delay-start: "execute"
  hp-class: "reg -> reg"
cts:
  cts_setup_buffers: 0
  clockBufferDepth: 2
  post_cts_resize_count: 0
  cts_htree_levels: 3
  numClockSinks: 66
  postCtsHoldBufs: 0
  clk_pin_slew_ns: 0.05
  cts_tree: "built"
  cts-root-buf: "clkbuf_16"
  clk_latency_ns: 0.33
  numCtsBuffers: 9
setup_path:
  critPathRequiredTime_ns: 8.97
  worstPathMaxFanout: 30
  r2r-start: "reg7[4]"
  critPathSlowestCell: "a2111oi_0"
  worst_ep_arrival_time_ns: 6.50
  start_kind: "primary input"
  crit_chain: "clkdlybuf4s50_1 > buf_4 > nor2b_1 > and2_1 > a22oi_1 > a21oi_1 > inv_1 > ha_1 > nor3b_1 > a2111oi_0 > o21bai_1 > a21oi_1 > xor2_1 > a21oi_1 > o311a_1 > a211oi_1"
  crit_path_start: "instructionMem0[9]"
  cp_common_cell: "a21oi_1"
  max_stage_delay_ns: 0.80
  end_kind: "register"
  critical_path_class: "in -> reg"
pwr:
  pwr_density_cell_nw_per_um2: 150.8
  p_switching_mw: 0.3730
  vdd_drop_max_uv: 97.99
  p_clk_share_pct: 28.6
  intPower_mw: 0.7212
  p_leak_nw: 2.730
  p_sw_share_pct: 34.09
  p_comb_share_pct: 35.1
  p_seq_share_pct: 36.3
yosys:
  yosysWarnings: 1
  area_leaders: "edfxtp_1, ha_1, mux2i_1"
  syn_avg_cell_area_sq_um: 8.715
  ys_seq_elements: 66
  synth_cell_types: 75
  synth_top_cell_by_area: "edfxtp_1"
  ys_seq_share_pct: 32.72
  yosysCellCount: 695
  ys_area_sq_um: 6057
  postSynthCellCount: 695
  flop_cell: "edfxtp_1"
  edf_count: 66
  top_area_share_pct: 32.72
  syn_area_sq_um: 6057
  synthArstFlopShare_pct: 0
drt:
  antenna_cells_inserted: 0
  via_count: 6163
  drt_pre_antenna_iters: 27
  drt_iter0_drc: 598
  drc: 0
  via_per_inst: 6.750
  wirelength_mm: 21.49
  wire_per_inst_um: 23.54
  drtAntennaViolNets: 0
grt:
  grt_max_degree: 42
  grt_pass1_wl_mm: 32.84
  grt_pass1_vias: 5718
  antenna_found_initial: 0
  grt.overflow.total: 0
  grt_usage_pct: 36.40
final_timing:
  hold_viol_final: 0
  drv_slew: 0
  slew-limit-headroom_pct: 37.26
  timing.fmax_mhz: 158.0
  fin_crit_sh_pct: 71.93
  rsz0062_at_grt: "no"
  setup_tns_ns: 0
  final.min_clock_period_ns: 6.330
  hold_slack_ns: 0.8111
  setup_viol: 0
  finClkSkew_ns: 0.004249
  worstMarginPinSlew_ns: 0.9174
cells_and_area:
  synthToLayoutAreaGrowth_pct: 19.83
  fin_util_pct: 62.50
  lay_top_cells: "clkdlybuf4s50_1, nor2_1, edfxtp_1, nand2_1, a21oi_1"
  fillCellCount: 981
  final_layout_size_suffix_gt1_share_pct: 8.312
  final_common_cell: "clkdlybuf4s50_1"
floorplan:
  io_pins: 252
  die_height_um: 112.1
  dieArea_sq_um: 12560
  core_util_floorplan_pct: 52.15
  num_rows: 39
  die_w_um: 112.1
  core_area_sq_um: 11610
status:
  outcome: "completed"
==> registers in the layout (all words and copies together), names as in the netlist <==
register,flops
reg1,8
reg3,8
LED9,1
reg0,8
reg5,8
reg6,8
reg7,8
reg4,8
reg2,8
execute,1
==> layer usage <==
metal / GRT usage [%] / wire, um / vias up
met4: 7.289 / 448 / 0
met2: 52.84 / 9388 / 441
met3: 12.93 / 2804 / 46
met5: 0 / 0 / -
li1: - / - / 2774
met1: 55.65 / 8853 / 2902
==> per-stage QoR <==
step	setup slack [ns]	power (mW)	std cells	area (sq um)
after floorplan	3.357	0.6379	696	6061
after global placement	2.255	0.7695	897	7003
after detailed placement	2.164	0.7759	897	7003
after CTS	2.514	1.089	913	7258
after global routing	2.062	1.143	913	7258
final	2.470	1.094	913	7258
==> cell usage after synthesis, types with 5 or more instances <==
master     n
edfxtp_1  66
a21oi_1   49
o211ai_1  14
mux2_2     7
buf_2     11
and2_1     8
nor3b_1    6
clkbuf_1  25
and3_1     6
a221o_1   11
nand3_1   10
inv_1     30
ha_1      27
a21boi_0   7
nand2b_1  11
or3_1      5
o22ai_1   19
nor3_1    24
nand2_1   62
a211oi_1   7
a221oi_1   8
a31oi_1    5
nor2_1    68
o21ai_1    7
a22oi_1   13
o21ai_0   46
a21o_1     5
mux2i_1   32
nor2b_1   13
mux4_2     6
==> power by group through the flow <==
| stage | sequential (mW) | combinational (mW) | clock [mW] |
|---|---|---|---|
| CTS | 0.396 | 0.376 | 0.317 |
| global route | 0.398 | 0.416 | 0.329 |
| finish | 0.397 | 0.385 | 0.313 |
==> logic make-up after synthesis <==
kind of cell / Yosys count / synth area share (%)
AOI/OAI and AO/OA: 235 / 26.61
and+or+nand+nor: 230 / 18.16
xor gates and xnor gates: 8 / 1.157
DFF: 66 / 32.72
muxes: 46 / 9.254
other: 2 / 0.1240
buffers and inverters: 79 / 5.742
adders and majority gates: 29 / 6.238
==> critical path: cells and delay by family <==
kind / cells / cell delay, ns
fa+ha+maj: 1 / 0.27
xor+xnor: 1 / 0.18
buf+inv: 3 / 0.91
simple gates: 3 / 1.09
compound gates: 8 / 2.29
==> final timing paths <==
path / endpoint / slack, ns / depth (start not counted)
worst max-delay path: reg7[7] / 2.47 / 16
worst min-delay path: LED9 / 0.81 / 0
worst max register to register: reg7[7] / 4.32 / 13
worst min register to register: LED9 / 0.81 / 0
==> final cells by class <==
type                       count  area, sq um  share of cell area [%]
inverter                      34        127.6                   1.758
tap                          143        178.9                   2.465
clock inverter                 4        18.77                  0.2586
multi-input combinational    551         3731                   51.40
clock buffer                  12        236.5                   3.258
sequential                    66         1982                   27.31
timing repair buffer         103        983.4                   13.55
No activity file was given, so power comes from the tool's default toggle rates.
