<file path="config.mk">
export PLATFORM = sky130hd
export DESIGN_NAME = setDisplay
export DESIGN_NICKNAME = setDisplay
export VERILOG_FILES = /design/flow/design.v
export SDC_FILE = /design/flow/constraint.sdc
export NUM_CORES = 4
export LEC_CHECK = 1
export CORE_UTILIZATION = 50
</file>
<file path="constraint.sdc">
current_design setDisplay

set clk_period 10.0
set clk_io_pct 0.2

create_clock -name clk0 -period $clk_period [get_ports {clock}]

set non_clock_inputs [all_inputs -no_clocks]
set_input_delay [expr $clk_period * $clk_io_pct] -clock clk0 $non_clock_inputs
set_output_delay [expr $clk_period * $clk_io_pct] -clock clk0 [all_outputs]
</file>
<file path="design.v">
module setOpCodeDisplay(clock, opCode, display3,display2,display1,display0);
input clock;
input [3:0] opCode;
output reg [1:7] display3,display2,display1,display0;
always@(posedge clock)
	case(opCode)
	4'b0000 : begin  
	display3 <= 7'b1111111;  
	display2 <= 7'b0001000;  
	display1 <= 7'b1000010;  
	display0 <= 7'b1000010;  
	end
	4'b0001 : begin  
	display3 <= 7'b1111111;  
	display2 <= 7'b0100100;  
	display1 <= 7'b1100011;  
	display0 <= 7'b1100000;  
	end
	4'b0010 : begin  
	display3 <= 7'b1111111;  
	display2 <= 7'b1101111;  
	display1 <= 7'b1101010;  
	display0 <= 7'b1100011;  
	end
	4'b0011 : begin  
	display3 <= 7'b1111111;  
	display2 <= 7'b0001000;  
	display1 <= 7'b1101010;  
	display0 <= 7'b1000010;  
	end
	4'b0100 : begin  
	display3 <= 7'b1111111;  
	display2 <= 7'b1111111;  
	display1 <= 7'b1100010;  
	display0 <= 7'b1111010;  
	end
	4'b0101 : begin  
	display3 <= 7'b0110000;  
	display2 <= 7'b1001000;  
	display1 <= 7'b1100010;  
	display0 <= 7'b1111010;  
	end
	4'b0110 : begin  
	display3 <= 7'b1111111;  
	display2 <= 7'b1101111;  
	display1 <= 7'b1101010;  
	display0 <= 7'b1110010;  
	end
	4'b0111 : begin  
	display3 <= 7'b1111111;  
	display2 <= 7'b1111111;  
	display1 <= 7'b0100100;  
	display0 <= 7'b1111010;  
	end
	4'b1000 : begin  
	display3 <= 7'b1111111;  
	display2 <= 7'b1111111;  
	display1 <= 7'b0100100;  
	display0 <= 7'b1110001;  
	end
	4'b1001 : begin  
	display3 <= 7'b1111111;  
	display2 <= 7'b1111111;  
	display1 <= 7'b1110010;  
	display0 <= 7'b0011000;  
	end
	4'b1010 : begin  
	display3 <= 7'b1110001;  
	display2 <= 7'b0000001;  
	display1 <= 7'b0001000;  
	display0 <= 7'b1000010;  
	end
	4'b1011 : begin  
	display3 <= 7'b1111111;  
	display2 <= 7'b1111111;  
	display1 <= 7'b1111111;  
	display0 <= 7'b0010010;  
	end
	4'b1100 : begin  
	display3 <= 7'b1111010;  
	display2 <= 7'b1101010;  
	display1 <= 7'b1100010;  
	display0 <= 7'b1100011;  
	end
	4'b1101 : begin  
	display3 <= 7'b1111111;  
	display2 <= 7'b1100000;  
	display1 <= 7'b1111010;  
	display0 <= 7'b0110000;  
	end
	4'b1110 : begin  
	display3 <= 7'b1111111;  
	display2 <= 7'b1100000;  
	display1 <= 7'b1111010;  
	display0 <= 7'b0100000;  
	end
	4'b1111 : begin  
	display3 <= 7'b1111111;  
	display2 <= 7'b0001111;  
	display1 <= 7'b1100000;  
	display0 <= 7'b1000010;  
	end
	endcase
endmodule
module setRegDisplay(clock, regID, display3,display2,display1,display0);
input clock;
input [3:0] regID;
output reg [1:7] display3,display2,display1,display0;
always@(posedge clock)begin
	case(regID)
	4'b0000 : begin  
	display3 <= 7'b1111010;  
	display2 <= 7'b0110000;  
	display1 <= 7'b0000100;  
	display0 <= 7'b0000001;  
	end
	4'b0001 : begin  
	display3 <= 7'b1111010;  
	display2 <= 7'b0110000;  
	display1 <= 7'b0000100;  
	display0 <= 7'b1001111;  
	end
	4'b0010 : begin  
	display3 <= 7'b1111010;  
	display2 <= 7'b0110000;  
	display1 <= 7'b0000100;  
	display0 <= 7'b0010010;  
	end
	4'b0011 : begin 
	display3 <= 7'b1111010;  
	display2 <= 7'b0110000;  
	display1 <= 7'b0000100;  
	display0 <= 7'b0000110;  
	end
	4'b0100 : begin 
	display3 <= 7'b1111010;  
	display2 <= 7'b0110000;  
	display1 <= 7'b0000100;  
	display0 <= 7'b1001100;  
	end
	4'b0101 : begin 
	display3 <= 7'b1111010;  
	display2 <= 7'b0110000;  
	display1 <= 7'b0000100;  
	display0 <= 7'b0100100;  
	end
	4'b0110 : begin 
	display3 <= 7'b1111010;  
	display2 <= 7'b0110000;  
	display1 <= 7'b0000100;  
	display0 <= 7'b0100000;  
	end
	4'b0111 : begin 
	display3 <= 7'b1111010;  
	display2 <= 7'b0110000;  
	display1 <= 7'b0000100;  
	display0 <= 7'b0001111;  
	end
	endcase
end
endmodule
module setImmValueDisplay(clock,Q,immValue,display3,display2,display1,display0);
	input clock;
	input [2:0] Q;
	output reg [1:7] display3,display2,display1,display0;
	input [7:0] immValue;  
	reg [3:0] noRem1=0;  
	reg [3:0] noRem2=0;
	reg [11:0] BCD = 0;  
	reg [7:0] test=192;
	always@(posedge clock)begin
		BCD[3:0] = immValue % 10;  
		noRem1 = (immValue-BCD[3:0])/10;
		BCD[7:4] = noRem1 % 10;  
		noRem2 = (noRem1-BCD[7:4])/10;
		BCD[11:8] = noRem2 % 10;  
		display3 = 7'b0000001;  
		case(BCD[11:8])   
			0: display2<=7'b0000001; 
			1: display2<=7'b1001111; 
			2: display2<=7'b0010010; 
			3: display2<=7'b0000110; 
			4: display2<=7'b1001100; 
			5: display2<=7'b0100100; 
			6: display2<=7'b0100000; 
			7: display2<=7'b0001111; 
			8: display2<=7'b0000000; 
			9: display2<=7'b0000100; 
		endcase
		case(BCD[7:4])   
			0: display1<=7'b0000001; 
			1: display1<=7'b1001111; 
			2: display1<=7'b0010010; 
			3: display1<=7'b0000110; 
			4: display1<=7'b1001100; 
			5: display1<=7'b0100100; 
			6: display1<=7'b0100000; 
			7: display1<=7'b0001111; 
			8: display1<=7'b0000000; 
			9: display1<=7'b0000100; 
		endcase
		case(BCD[3:0])   
			0: display0<=7'b0000001; 
			1: display0<=7'b1001111; 
			2: display0<=7'b0010010; 
			3: display0<=7'b0000110; 
			4: display0<=7'b1001100; 
			5: display0<=7'b0100100; 
			6: display0<=7'b0100000; 
			7: display0<=7'b0001111; 
			8: display0<=7'b0000000; 
			9: display0<=7'b0000100; 
		endcase
	end
endmodule
module setDisplay(clock,Q,regID1,regID2,reg0,reg1,reg2,reg3,reg4,
	reg5,reg6,reg7,display3,display2,display1,display0);
	input clock;
	input [2:0] Q;
	input [3:0] regID1,regID2;
	input [7:0] reg0,reg1,reg2,reg3,reg4,reg5,reg6,reg7;
	output reg [1:7] display3,display2,display1,display0;
	reg [7:0] displayReg=0;  
	reg [3:0] noRem1=0;  
	reg [3:0] noRem2=0;
	reg [11:0] BCD = 0;  
	always@(posedge clock)begin
		case(Q)
		0 : ;
		1 : begin  
			case(regID1)
			4'b0000 : displayReg <= reg0;
			4'b0001 : displayReg <= reg1;
			4'b0010 : displayReg <= reg2;
			4'b0011 : displayReg <= reg3;
			4'b0100 : displayReg <= reg4;
			4'b0101 : displayReg <= reg5;
			4'b0110 : displayReg <= reg6;
			4'b0111 : displayReg <= reg7;
			endcase
		end
		2 : begin  
			case(regID2)
			4'b0000 : displayReg <= reg0;
			4'b0001 : displayReg <= reg1;
			4'b0010 : displayReg <= reg2;
			4'b0011 : displayReg <= reg3;
			4'b0100 : displayReg <= reg4;
			4'b0101 : displayReg <= reg5;
			4'b0110 : displayReg <= reg6;
			4'b0111 : displayReg <= reg7;
			endcase
		end
		3 : begin  
			case(regID1)
			4'b0000 : displayReg <= reg0;
			4'b0001 : displayReg <= reg1;
			4'b0010 : displayReg <= reg2;
			4'b0011 : displayReg <= reg3;
			4'b0100 : displayReg <= reg4;
			4'b0101 : displayReg <= reg5;
			4'b0110 : displayReg <= reg6;
			4'b0111 : displayReg <= reg7;
			endcase
		end
		endcase
		BCD[3:0] = displayReg % 10;  
		noRem1 = (displayReg-BCD[3:0])/10;
		BCD[7:4] = noRem1 % 10;  
		noRem2 = (noRem1-BCD[7:4])/10;
		BCD[11:8] = noRem2 % 10;  
		display3 = 7'b0000001;  
		case(BCD[11:8])   
			0: display2<=7'b0000001; 
			1: display2<=7'b1001111; 
			2: display2<=7'b0010010; 
			3: display2<=7'b0000110; 
			4: display2<=7'b1001100; 
			5: display2<=7'b0100100; 
			6: display2<=7'b0100000; 
			7: display2<=7'b0001111; 
			8: display2<=7'b0000000; 
			9: display2<=7'b0000100; 
		endcase
		case(BCD[7:4])   
			0: display1<=7'b0000001; 
			1: display1<=7'b1001111; 
			2: display1<=7'b0010010; 
			3: display1<=7'b0000110; 
			4: display1<=7'b1001100; 
			5: display1<=7'b0100100; 
			6: display1<=7'b0100000; 
			7: display1<=7'b0001111; 
			8: display1<=7'b0000000; 
			9: display1<=7'b0000100; 
		endcase
		case(BCD[3:0])   
			0: display0<=7'b0000001; 
			1: display0<=7'b1001111; 
			2: display0<=7'b0010010; 
			3: display0<=7'b0000110; 
			4: display0<=7'b1001100; 
			5: display0<=7'b0100100; 
			6: display0<=7'b0100000; 
			7: display0<=7'b0001111; 
			8: display0<=7'b0000000; 
			9: display0<=7'b0000100; 
		endcase
	end
endmodule
</file>
<file path="run.sh">
#!/bin/bash
# OpenROAD 26Q1-2900-gdf79404cd8, Yosys 0.63+post, stock flow scripts
make -C /OpenROAD-flow-scripts/flow DESIGN_CONFIG=/design/flow/config.mk WORK_HOME=/design/flow/orfs finish
</file>
==> Slide: Implementation Results <==
Physical Implementation Snapshot

Status
  • Run status: finished, final reports clean

Drt
  • DR iter-0 viols: 226
  • Via count: 4,505
  • Antenna Cells: 0
  • # DRC: 0
  • ANT nets after route: 0
  • Final WL: 11.4 mm
  • Vias per cell: 6.06
  • Iteration tally of the first detailed-router pass: 7
  • Routed WL per cell: 15.3 microns

Pwr
  • Pint: 737 uW
  • Switching Share: 45.6%
  • Reg power frac: 18.3%
  • Sw Pwr: 618 uW
  • Tot Pwr: 1350 uW
  • Comb power frac: 74.8%
  • Peak supply drop: 171 uV
  • Leakage power: 0.00203 uW
  • Power density cells: 251 nW/um^2
  • Clock network fraction of total power: 6.9%

Critical path
  • Worst Setup Start Kind: flip-flop
  • Worst Path Class, Setup: flip-flop to flip-flop
  • Crit. path cell count: 31
  • Slowest stage delay, CP: 0.66 ns
  • Worst Reg-to-Reg Cells: 31
  • Worst path slowest cell: edfxtp_1
  • Reg2reg start: displayReg[6]$_DFFE_PP_
  • Crit path top cell by count: ha_1
  • Crit path DAT: 8.85 ns
  • Crit path max-delay family: AND-OR/OR-AND gates
  • R2R Path End: display2[4]$_DFFE_PP_
  • Reg-to-reg slack, setup: 1.31 ns
  • Crit path DRT: 10.15 ns
  • CP endpoint: display2[4]$_DFFE_PP_
  • CP Buf/Inv Count: 3
  • Worst setup EP type: flip-flop
  • Crit. Startpoint: displayReg[6]$_DFFE_PP_
  • Crit path max fanout: 20

Place
  • HPWL after detailed placement: 8.85 mm
  • RD Place Congestion: 0.898
  • IO Port Bufs: 96

Clock tree
  • Clock tree buffer depth: 2
  • TritonCTS buffer count: 5
  • CTS H-tree depth: 2
  • Resized cells post-CTS: 0
  • Clock root cell: clkbuf_8
  • Skew-Pair Late Insertion Delay: 0.28 ns
  • CTS tree: done
  • Clock sinks: 29
  • Setup repair bufs after CTS: 0
  • Cts hold-fix bufs: 0
  • Clock transition at the registers of the reported paths: 0.07 ns

Synthesis
  • Asr flop ratio synth: 0%
  • Post-synth area hogs: edfxtp_1 20%, a21oi_1 5.0%, nor2_1 4.4%
  • Gate Count Post-Synth: 557
  • Post-synth EDFFs: 29
  • Flops after synth: 29
  • Yosys warns: 1
  • Post-synth top area cell: edfxtp_1
  • YS chip area: 4330 sq um
  • Commonest cells post-synth: 51 x nor2_1, 43 x a21oi_1, 35 x nand2_1
  • Count leader, synth: nor2_1
  • Post-Syn Area per Cell: 7.78 sq um
  • Dominant cell area share: 20.1%
  • # Cells Yosys: 557
  • Ys flop type: edfxtp_1
  • Synth unique cells: 79
  • Post-synth seq share: 20.1%
  • Synth Cell Area: 4330 sq um

STA
  • Worst clock skew: 0.00659 ns
  • Max-Slew Margin vs Limit: 46.7%
  • Final Slew Violations: 0
  • Period utilisation layout: 86.9%
  • Upper clock frequency limit: 115 MHz
  • Final Hold Violating Endpoints: 0
  • TNS Setup: 0 ns
  • RSZ-0062 raised after global routing: no
  • Final setup violation count: 0
  • Worst-Margin Slew: 0.797 ns
  • Min cycle time layout: 8.69 ns

Die
  • Number of top-level pins: 104
  • Die Wd: 95.1 microns
  • Core Rows: 33
  • Die area: 9040 sq um
  • Starting Density: 52.2%
  • Die Ht: 95.1 microns
  • Core ar.: 8300 sq um

Global route
  • First-pass GRT wire length: 18.7 mm
  • Initial antenna violation count: 0
  • Largest net degree at the start of global routing: 30
  • GRT Overall Usage: 26.3%
  • Total congestion overflow: 0
  • Vias in the first global route: 4,012

Job
  • Count of tool warnings: 30
  • Max cap viols: 0

Layout
  • Fill cells: 660
  • Layout area overhead: 24.7%
  • Layout cells sized above 1: 7.84%

Worst hold path
  • Min-Delay Path Class: flip-flop to flip-flop
cells by family after synthesis:
kind of cell    synth area share, %
flops                          20.1
buf+inv                        7.07
other cells                   0.173
mux                            8.86
xor+xnor                       3.64
simple gates                   23.2
fa+ha+maj                      3.87
compound gates                 33.1
how the worst min path moves through the flow:
stage                                    from               endpoint  slack [ns]  cells after the start
after CTS             displayReg[0]$_DFFE_PP_  display0[3]$_DFFE_PP_        0.71                      1
after global routing  displayReg[0]$_DFFE_PP_  display0[3]$_DFFE_PP_        0.74                      1
final                 displayReg[0]$_DFFE_PP_  display0[3]$_DFFE_PP_        0.72                      1
layer usage:
metal	GRT usage [%]	vias up	part of all wire [%]
li1	-	2268	-
met1	39.0	2026	45
met2	42.0	197	46
met3	4.14	14	7.2
met4	4.17	0	1.6
met5	0	-	0
layout by cell type, fill, tap and decap left out, drive strengths merged, types with 6 or more instances in the layout:
master	synthesis	layout
a21oi	46	46
nor2b	14	14
a211oi	13	13
o21a	8	8
nand3	21	21
nand2b	11	11
clkdlybuf4s50	0	96
a31oi	7	7
nand3b	8	8
conb	2	16
o21ai	33	33
a221oi	13	13
ha	11	11
nor2	52	52
buf	22	7
a21o	9	9
and2	7	7
edfxtp	29	29
mux2i	17	17
xnor2	11	11
inv	23	23
nor3	22	22
or2	9	9
a22oi	13	13
mux2	9	9
and3	6	6
nand2	35	35
power groups by stage:
stage                 clock, uW  combinational, uW  sequential [uW]
final                      93.5               1010              248
after global routing        100               1120              254
after CTS                  96.0               1000              249
area by class of cell:
type                       count  area (sq um)  area share [%]
clock buffer                   5          68.8            1.27
multi-input combinational    473          3210            59.4
timing repair buffer         103          1010            18.7
inverter                      25          93.8            1.74
sequential                    29           871            16.1
tap                          105           131            2.43
clock inverter                 3          17.5           0.324
sequential cells by signal, indices dropped and copies added (netlist names):
name and flops:
display0 7, displayReg 8, display2 7, display1 7
stage by stage:
step,cells,util [%],area (sq um),setup WS [ns],hold WS [ns]
6_report,743,65.1,5410,1.31,0.716
5_1_grt,743,65.1,5410,0.470,0.742
4_1_cts,743,65.1,5410,1.43,0.707
3_5_place_dp,735,64.1,5320,1.45,0.688
3_3_place_gp,735,64.1,5320,1.79,0.692
2_1_floorplan,571,-,4390,2.25,0.640
Power figures rest on the tool's default switching activity, not on a simulated workload.
